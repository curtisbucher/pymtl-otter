## design/flow/design.v

```verilog
`timescale 1ns / 1ps
module OTTER_ALU(op, a, b, out);
        input [3:0] op;   
        input [31:0] a,b;
        output logic [31:0] out;
        always_comb
        begin  
            case(op)
                0:  out = a + b;      
                8:  out = a - b;      
                6:  out = a | b;      
                7:  out = a & b;      
                4:  out = a ^ b;      
                5:  out =  a >> b[4:0];     
                1:  out =  a << b[4:0];     
               13:  out =  $signed(a) >>> b[4:0];     
                2:  out = $signed(a) < $signed(b) ? 1: 0;        
                3:  out = a < b ? 1: 0;       
                9:  out = a;  
                10: out = a * b;
                default: out = 0;
            endcase
        end
    endmodule
```

## design/flow/run.sh

```bash
#!/bin/bash
# OpenROAD 26Q1-2900-gdf79404cd8, Yosys 0.63+post, stock flow scripts
make -C /OpenROAD-flow-scripts/flow DESIGN_CONFIG=/design/flow/config.mk WORK_HOME=/design/flow/orfs finish
```

## design/flow/config.mk

```make
export PLATFORM = sky130hd
export DESIGN_NAME = OTTER_ALU
export DESIGN_NICKNAME = OTTER_ALU
export VERILOG_FILES = /design/flow/design.v
export SDC_FILE = /design/flow/constraint.sdc
export NUM_CORES = 4
export LEC_CHECK = 1
export CORE_UTILIZATION = 50
```

## design/flow/constraint.sdc

```tcl
current_design OTTER_ALU

set clk_period 13.8
set clk_io_pct 0.2

create_clock -name clk0 -period $clk_period

set non_clock_inputs [all_inputs -no_clocks]
set_input_delay [expr $clk_period * $clk_io_pct] -clock clk0 $non_clock_inputs
set_output_delay [expr $clk_period * $clk_io_pct] -clock clk0 [all_outputs]
```

==> load_flow_metrics.sql <==
-- generated from flow reports
INSERT INTO impl_metrics (metric_group, metric, value, unit) VALUES
('place', 'port_buffers', '100', ''),
('worst_hold_path', 'hold_class', 'input pin to output port', ''),
('synth', 'syn_avg_cell_area', '7.85', 'um2'),
('synth', 'post-synth-top-area-cell', 'fa_1', ''),
('detailed_routing', 'dr.pass1.iters', '7', ''),
('critical_path', 'timing.critical_path.to', 'out[28]', ''),
('detailed_routing', 'drt-initial-drc-count', '2194', ''),
('power', 'power_density', '493', 'nW/um2'),
('final_timing', 'min_period_over_period', '98.4', '%'),
('final_timing', 'final_period_minus_worst_setup_slack', '13.58', 'ns'),
('final_timing', 'worst_slew_margin_rel', '40.1', '%'),
('power', 'cellInternalPower', '5.39', 'mW'),
('grt', 'grt_max_degree', '61', ''),
('synth', 'synthDominantCellAreaShare', '34.9', '%'),
('critical_path', 'critical_path.startpoint', 'a[11]', ''),
('final_timing', 'totalNegativeSetupSlack', '0', 'ns'),
('final_layout', 'share_of_final_layout_standard_cells_stronger_than_drive_strength_1', '9.44', '%'),
('final_timing', 'report.final.hold_viol_count', '0', ''),
('power', 'power_switching_share', '57.8', '%'),
('run_status', 'run_status', 'finished, final reports clean', ''),
('synth', 'synthesis.yosys.warnings', '1', ''),
('place', 'gpl.final_weighted_congestion', '1.11', ''),
('final_timing', 'slew_violations', '0', ''),
('place', 'hpwlAfterDp', '86.3', 'mm'),
('final_layout', 'syn2layout_area_growth', '10.2', '%'),
('grt', 'grt_usage', '48.3', '%'),
('floorplan', 'fp_util', '50.7', '%'),
('detailed_routing', 'route.detailed.drc', '0', ''),
('synth', 'post_synth_main_area_contributors', 'fa_1 (35%), ha_1 (12%), nor2_1 (7.8%), inv_1 (7.3%), nand2_1 (5.0%)', ''),
('power', 'static-leakage-power', '12.5', 'nW'),
('synth', 'combined_area_of_all_synthesized_cells', '23500', 'um2'),
('grt', 'gr-total-overflow', '0', ''),
('synth', 'yosys.stat.seqShare', '0', '%'),
('critical_path', 'crit_required', '11.04', 'ns'),
('critical_path', 'setup.worst_path.end_class', 'output port', ''),
('grt', 'first_pass_grt_wire_length', '155', 'mm'),
('final_layout', 'clock_buffer_count', '0', ''),
('synth', 'ys_cells', '2999', ''),
('final_timing', 'max_freq', '73.6', 'MHz'),
('critical_path', 'setup_cp_type', 'input pin to output port', ''),
('critical_path', 'crit_path_start_kind', 'input pin', ''),
('final_timing', 'grt_setup_unrepaired', 'false', ''),
('critical_path', 'cp.arrival', '10.82', 'ns'),
('grt', 'grt_antenna_before_repair', '0', ''),
('synth', 'yosys.cell_types.count', '89', ''),
('synth', 'netlist_instances', '2999', ''),
('floorplan', 'rows', '79', ''),
('floorplan', 'chip_area', '48000', 'um2'),
('power', 'switchingPower', '7.40', 'mW'),
('final_layout', 'layout.filler_cells', '4209', ''),
('final_layout', 'numSequentialCells', '0', ''),
('flow_run', 'warning_count', '97', ''),
('detailed_routing', 'num_vias', '23189', ''),
('final_timing', 'timing_worst_slew_pin_value', '0.890', 'ns'),
('final_layout', 'final-seq-area', '0', 'um2'),
('floorplan', 'height_of_the_die', '219', 'um'),
('detailed_routing', 'wl_per_cell', '29.1', 'um'),
('critical_path', 'worst-path-max-fanout', '18', ''),
('worst_hold_path', 'whs_path_depth', '4', ''),
('place', 'dpl.cell_count', '3698', ''),
('synth', 'ys_chip_area', '23500', 'um2'),
('flow_run', 'maxCapViolations', '0', ''),
('final_layout', 'comb_area', '20900', 'um2'),
('grt', 'grt_pass1_vias', '23355', ''),
('detailed_routing', 'avgViaCountPerCell', '6.26', ''),
('detailed_routing', 'total_wire_length', '108', 'mm'),
('floorplan', 'core', '46500', 'um2'),
('final_timing', 'final-setup-viol-count', '0', ''),
('detailed_routing', 'postRouteAntennaNets', '0', ''),
('power', 'vdd_drop_max', '0.000903', 'V'),
('final_layout', 'stdcell_count', '3704', ''),
('floorplan', 'fp.dieW', '219', 'um'),
('floorplan', 'ios', '100', '');
kinds of logic (layout without fill, tap and decap cells):
logic type / after synthesis / count (layout) / share of synthesized area, %
XOR/XNOR: 108 / 108 / 4.02
adder cells (fa/ha/maj): 630 / 630 / 46.6
other: 0 / 4 / 0
multiplexers: 96 / 96 / 5.67
AND/OR/NAND/NOR: 965 / 965 / 17.0
buffers and inverters: 673 / 767 / 11.4
AND-OR/OR-AND: 527 / 527 / 15.4
cell type report:
cell class | instances | area share [%]
well taps | 607 | 2.93
multi-input cells | 2326 | 80.6
repair buffers | 291 | 9.53
inverters | 476 | 6.91
diodes | 4 | 0.0386
metrics by stage:
| stage | hold WS [ns] | area, um2 | power (mW) | util (%) | setup slack [ns] |
|---|---|---|---|---|---|
| global placement | 6.73 | 25900 | 12.5 | 55.7 | 0.0191 |
| global route | 6.78 | 25900 | 13.8 | 55.8 | 0.00214 |
| detailed placement | 6.73 | 25900 | 12.5 | 55.7 | 0.0180 |
| CTS | 6.73 | 25900 | 12.6 | 55.7 | 0.00338 |
| finish | 6.73 | 25900 | 12.8 | 55.9 | 0.218 |
| floorplan | 5.71 | 23500 | 6.91 | - | 1.15 |
cell usage in the layout (no fill, tap or decap), drive strengths merged, types with 82 or more instances in the layout:
cell type,netlist,routed
buf,69,197
xnor2,82,82
a21oi,120,120
fa,410,410
ha,220,220
clkdlybuf4s50,0,87
o21ai,142,142
nand2,314,314
nor2,491,491
inv,463,464
cell usage after synthesis, drive strengths merged, types with 16 or more instances:
library cell	instances
a211o	17
a211oi	24
a21o	21
a21oi	120
a221oi	18
a31oi	26
buf	69
clkbuf	128
fa	410
ha	220
inv	463
mux2i	58
mux4	29
nand2	314
nand2b	23
nand3	19
nor2	491
nor3	33
o2111ai	16
o211ai	22
o21ai	142
xnor2	82
xor2	26
critical path, stage by stage:
cell and delay, ns:
clkdlybuf4s50_1 0.64, buf_6 0.32, ha_2 0.42, fa_1 0.44
inv_1 0.08, fa_1 0.47, fa_1 0.55, inv_1 0.05
fa_1 0.40, fa_1 0.47, fa_1 0.56, fa_1 0.42
fa_1 0.45, ha_1 0.32, buf_4 0.15, nand2_1 0.05
nor2_1 0.26, nand3_1 0.21, o21ai_2 0.26, buf_4 0.17
a21o_1 0.11, a21o_1 0.14, xor2_1 0.08, a211oi_2 0.28
nand3_1 0.22, clkdlybuf4s50_1 0.49
worst min-delay path by stage:
stage         startpoint      end  slack [ns]
CTS                op[3]  out[16]        6.73
global route       op[3]  out[16]        6.78
finish             op[3]  out[16]        6.73
power by group through the flow:
stage	clock (mW)	combinational, mW	sequential [mW]
global route	0	13.8	0
CTS	0	12.6	0
routing by layer:
metal / global-route usage [%] / wire, um / share of wire [%]
met1: 62.1 / 38600 / 36
met2: 64.8 / 43800 / 41
met3: 25.7 / 16800 / 16
met4: 29.4 / 8530 / 7.9
met5: 3.13 / 182 / 0.17
repair_timing:
item | CTS | global route
pin swaps | 0 | 2
setup buffers | 0 | 2
hold buffers | 0 | 0
setup endpoints to repair | 1 | 5
resized | 1 | 20
Power figures rest on the tool's default switching activity, not on a simulated workload.
