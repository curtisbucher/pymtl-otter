==> /design/flow/run.sh <==
#!/bin/bash
# OpenROAD 26Q1-2900-gdf79404cd8, Yosys 0.63+post, stock flow scripts
make -C /OpenROAD-flow-scripts/flow DESIGN_CONFIG=/design/flow/config.mk WORK_HOME=/design/flow/orfs finish
==> /design/flow/config.mk <==
export PLATFORM = sky130hd
export DESIGN_NAME = OTTER_CU_Decoder
export DESIGN_NICKNAME = OTTER_CU_Decoder
export VERILOG_FILES = /design/flow/design.v
export SDC_FILE = /design/flow/constraint.sdc
export NUM_CORES = 4
export LEC_CHECK = 1
export CORE_AREA = 10 10 70 70
export DIE_AREA = 0 0 80 80
==> /design/flow/constraint.sdc <==
current_design OTTER_CU_Decoder

set clk_period 2.2
set clk_io_pct 0.2

create_clock -name clk0 -period $clk_period

set non_clock_inputs [all_inputs -no_clocks]
set_input_delay [expr $clk_period * $clk_io_pct] -clock clk0 $non_clock_inputs
set_output_delay [expr $clk_period * $clk_io_pct] -clock clk0 [all_outputs]
==> /design/flow/design.v <==
`timescale 1ns / 1ps
module OTTER_CU_Decoder(
    input [6:0] CU_OPCODE,
    input [2:0] CU_FUNC3,
    input [6:0] CU_FUNC7,
    input CU_BR_EQ,
    input CU_BR_LT,
    input CU_BR_LTU,
    output logic CU_ALU_SRCA,
    output logic [1:0] CU_ALU_SRCB,
    output logic [3:0] CU_ALU_FUN,
    output logic [1:0] CU_RF_WR_SEL
   );
        typedef enum logic [6:0] {
                   LUI      = 7'b0110111,
                   AUIPC    = 7'b0010111,
                   JAL      = 7'b1101111,
                   JALR     = 7'b1100111,
                   BRANCH   = 7'b1100011,
                   LOAD     = 7'b0000011,
                   STORE    = 7'b0100011,
                   OP_IMM   = 7'b0010011,
                   OP       = 7'b0110011,
                   SYSTEM   = 7'b1110011
        } opcode_t;
        typedef enum logic [2:0] {
                Func3_CSRRW  = 3'b001,
                Func3_CSRRS  = 3'b010,
                Func3_CSRRC  = 3'b011,
                Func3_CSRRWI = 3'b101,
                Func3_CSRRSI = 3'b110,
                Func3_CSRRCI = 3'b111,
                Func3_PRIV   = 3'b000        
        } funct3_system_t;
        opcode_t OPCODE;
        assign OPCODE = opcode_t'(CU_OPCODE);
        logic brn_cond;
        always_comb
            case(CU_OPCODE)
                OP_IMM: CU_ALU_FUN= (CU_FUNC3==3'b101)?{CU_FUNC7[5],CU_FUNC3}:{1'b0,CU_FUNC3};
                LUI,SYSTEM: CU_ALU_FUN = 4'b1001;
                OP: CU_ALU_FUN = {CU_FUNC7[5],CU_FUNC3};
                default: CU_ALU_FUN = 4'b0;
            endcase
            always_comb
            case(CU_FUNC3)
                        3'b000: brn_cond = CU_BR_EQ;      
                        3'b001: brn_cond = ~CU_BR_EQ;     
                        3'b100: brn_cond = CU_BR_LT;      
                        3'b101: brn_cond = ~CU_BR_LT;     
                        3'b110: brn_cond = CU_BR_LTU;     
                        3'b111: brn_cond = ~CU_BR_LTU;    
                        default: brn_cond =0;
            endcase
         always_comb
         begin
                case(CU_OPCODE)
                    JAL:    CU_RF_WR_SEL=0;
                    JALR:    CU_RF_WR_SEL=0;
                    LOAD:    CU_RF_WR_SEL=2;
                    SYSTEM:  CU_RF_WR_SEL=1;
                    default: CU_RF_WR_SEL=3;
                endcase
          end
         always_comb
         begin
            case(CU_OPCODE)
                STORE:  CU_ALU_SRCB=2;   
                LOAD:   CU_ALU_SRCB=1;   
                JAL:    CU_ALU_SRCB=1;   
                OP_IMM: CU_ALU_SRCB=1;   
                AUIPC:  CU_ALU_SRCB=3;   
                default:CU_ALU_SRCB=0;   
            endcase
         end
       assign CU_ALU_SRCA = (CU_OPCODE==LUI || CU_OPCODE==AUIPC) ? 1 : 0;
endmodule
==> reports/qor.yml <==
run_status:
  status: "finished clean"
final_timing:
  max_slew.worst_pin.slew_ns: 0.244
  final.hold.worst_slack_ns: 1.39
  max_clock_freq_ghz: 0.467
  setup_tns_ns: 0
  final-hold-violation-count: 0
  period_minus_ws_final_ns: 2.14
  finalSetupViolations: 0
  min_period_over_period: 0.974
  setup_ws_ns: 0.0576
  max_slew_margin: 0.837
  slew_violations: 0
  grt_setup_unrepaired: "false"
detailed_routing:
  num_antenna_cells: 0
  drt_first_pass_iters: 3
  final_antenna_net_count: 0
  post_drt_via_cell_ratio: 3.20
  num_vias: 339
  drc_errors: 0
  wl_per_cell_um: 9.87
  drt_iter0_markers: 11
  wl_um: 1050
yosys:
  synth.cell_area_um2: 201
  synth-warning-count: 1
  syn_inst: 32
  adder_share: 0
  common_cells: "sky130_fd_sc_hd__a21oi_1 (3), sky130_fd_sc_hd__nand2_1 (3), sky130_fd_sc_hd__nor3b_1 (3)"
  number_of_distinct_standard_cells_referenced_by_the_synthesized_netlist: 21
  area_leaders: "sky130_fd_sc_hd__nor3b_1 (11%), sky130_fd_sc_hd__nand4b_1 (8.7%), sky130_fd_sc_hd__a21oi_1 (7.5%), sky130_fd_sc_hd__a2111oi_2 (7.5%), sky130_fd_sc_hd__and2_1 (6.2%)"
  ys_cells: 32
  top_area_frac: 0.112
  simple_gate_share: 0.677
  yosys-dominant-comb-family: "simple AND/OR/NAND/NOR gates"
  yosys.stat.seqShare: 0
  ys_chip_area_um2: 201
  synth-compound-area-share: 0.205
  ys_sh_mux: 0
  synth_xor_xnor_area_share: 0.0435
  netlist.top_cell.by_area: "sky130_fd_sc_hd__nor3b_1"
  post_synth.cell_area_avg_um2: 6.30
clocking:
  cts_hold_repair.buffers: 0
place:
  gp_routability_congestion: 0.784
  port_buffers: 20
  number_of_cells_in_the_design_after_placement: 103
  post-place-ws_ns: -0.442
  detailed_place_hpwl_um: 841
power:
  finalPower_mw: 0.0700
  switching_share: 0.442
  seq_power_share: 0
  power.density_mw_per_mm2: 122
  switchingPower_mw: 0.0309
  internal-power_mw: 0.0391
  power.combinational.fraction: 1.000
  max_rail_drop_vdd_mv: 0.0214
  share_clk_of_total_power: 0
  power.leakage_nw: 0.223
die:
  core_mm2: 0.00342
  floorplan.die.width_um: 80
  dieHeight_um: 80
  die-area_mm2: 0.00640
  core_util_floorplan: 0.0590
  std_cell_rows: 21
  num_io_pins: 29
critical_path:
  crit_path_start_kind: "input port"
  critPathRequiredTime_ns: 1.76
  path_class: "input port to output port"
  arrival_ns: 1.70
  maximum_fanout_along_the_worst_path: 5
  crit_path_end_kind: "output port"
flow_run:
  maximum_capacitance_violations: 0
  openroad.warnings: 42
layout:
  fin_cells: 106
  clock_buffers: 0
  fillCellCount: 389
  post_route_cells_drive_above_1_share: 0.400
  sequential_cell_count: 0
  synthToLayoutAreaGrowth_pct: 186
  layout.area.seq_um2: 0
global_route:
  grt_antenna_before_repair: 0
  first_global_vias: 334
  grt_pass1_wl_um: 1610
  grt_max_degree: 10
  grt.overflow.total: 0
  grt_util_all_layers: 0.0293
hold_path:
  holdCritPathClass: "input port to output port"
cell type report:
cell class,instances,area (um^2),area share
tap,46,57.6,0.100
timing repair buffer,31,269,0.467
multi-input combinational,29,249,0.433
worst paths after layout:
path	from	end	slack, ns	cells after the start
setup / recovery	CU_OPCODE[5]	CU_ALU_SRCB[0]	0.06	5
hold / removal	CU_OPCODE[4]	CU_ALU_SRCB[1]	1.39	4
layer usage:
layer | part of all wire | routed length (um) | GRT usage | up-vias
met5 | 0 | 0 | 0 | -
met4 | 0 | 0 | 0 | 0
met3 | 0.14 | 147 | 0.0102 | 0
met2 | 0.47 | 487 | 0.0522 | 12
met1 | 0.39 | 412 | 0.0349 | 149
li1 | - | - | - | 178
placed cells by master, fill, tap and decap left out, drive strengths merged:
master / netlist / routed
a2111oi: 1 / 1
a31oi: 1 / 1
nand4: 1 / 1
dlygate4sd2: 0 / 8
o21ai: 1 / 1
xor2: 1 / 1
or4: 1 / 1
clkdlybuf4s50: 0 / 8
buf: 1 / 11
nand4b: 2 / 2
dlymetal6s2s: 0 / 1
nor2b: 1 / 1
nand3: 1 / 1
or3: 2 / 2
nor3b: 3 / 3
clkbuf: 2 / 3
nor4: 1 / 1
nor2: 2 / 2
nor3: 1 / 1
and2: 2 / 2
nand3b: 1 / 1
a21oi: 3 / 3
or3b: 1 / 1
nand2: 3 / 3
worst max-delay path, cell delays in order:
cell,delay [ns]
sky130_fd_sc_hd__dlygate4sd2_1,0.27
sky130_fd_sc_hd__buf_6,0.14
sky130_fd_sc_hd__or4_4,0.52
sky130_fd_sc_hd__a21oi_2,0.12
sky130_fd_sc_hd__dlygate4sd2_1,0.21
per-stage QoR:
stage | utilization | area [um^2]
3_5_place_dp | 0.148 | 504
4_1_cts | 0.153 | 522
6_report | 0.168 | 576
2_1_floorplan | - | 201
3_3_place_gp | 0.148 | 504
5_1_grt | 0.168 | 576
power by group through the flow:
stage                 Sequential (mW)  Combinational (mW)  Clock [mW]
final                               0              0.0700           0
after CTS                           0              0.0592           0
after global routing                0              0.0766           0
kinds of logic after synthesis:
group           after synthesis
simple gates                 22
xor+xnor                      1
compound gates                6
buf+inv                       3
repair_timing:
action / in CTS / in global routing
buffers inserted: 0 / 2
resized: 19 / 15
gates cloned: 0 / 1
pin swaps: 2 / 3
setup endpoints to repair: 9 / 6
Power figures rest on the tool's default switching activity, not on a simulated workload.
